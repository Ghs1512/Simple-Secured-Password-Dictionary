==> ./design.v <==
module Decrypter(
    input  [7:0] cipher,
    input  [7:0] key,
    output [7:0] plain
);
    wire [7:0] rotated;
    assign rotated = {cipher[0], cipher[7:1]};   
    assign plain = rotated ^ key;
endmodule
module Encrypter(
    input  [7:0] plain,
    input  [7:0] key,
    output [7:0] cipher
);
    wire [7:0] xor_result;
    assign xor_result = plain ^ key;
    assign cipher = {xor_result[6:0], xor_result[7]};   
endmodule
module MasterValidator #(
    parameter [7:0] MASTER_PASS = 8'hA5
)(
    input  [7:0] entered_pass,
    output       unlocked
);
    assign unlocked = (entered_pass == MASTER_PASS);
endmodule
module PasswordStorage(
    input             clk,
    input             write_en,
    input      [3:0]  write_addr,
    input      [7:0]  write_data,
    input      [3:0]  read_addr,
    output reg [7:0]  read_data
);
    reg [7:0] memory [0:9];
    integer i;
    initial begin
        for(i = 0; i < 10; i = i + 1)
            memory[i] = 8'd0;
    end
    always @(posedge clk) begin
        if (write_en) begin
            memory[write_addr] <= write_data;
        end
    end
    always @(*) begin
        read_data = memory[read_addr];
    end
endmodule
`timescale 1ns / 1ps
module TopModule(
    input        clk,
    input  [7:0] plain_in,
    input  [7:0] master_key,
    input  [3:0] addr_index,
    input        write_enable,
    input  [7:0] entered_master,
    output       unlocked,
    output [7:0] dec_out
);
    wire [7:0] enc_out;
    wire [7:0] stored_cipher;
    Encrypter encrypter_inst (
        .plain(plain_in),
        .key(master_key),
        .cipher(enc_out)
    );
    Decrypter decrypter_inst (
        .cipher(stored_cipher),
        .key(master_key),
        .plain(dec_out)
    );
    PasswordStorage storage_inst (
        .clk(clk),
        .write_en(write_enable),
        .write_addr(addr_index),
        .write_data(enc_out),
        .read_addr(addr_index),
        .read_data(stored_cipher)
    );
    MasterValidator #(.MASTER_PASS(8'hA5)) validator_inst (
        .entered_pass(entered_master),
        .unlocked(unlocked)
    );
endmodule
==> ./run.sh <==
#!/bin/bash
# OpenROAD 26Q1-2900-gdf79404cd8, Yosys 0.63+post, stock flow scripts
make -C /OpenROAD-flow-scripts/flow DESIGN_CONFIG=/design/flow/config.mk WORK_HOME=/design/flow/orfs finish
==> ./config.mk <==
export PLATFORM = sky130hd
export DESIGN_NAME = TopModule
export DESIGN_NICKNAME = TopModule
export VERILOG_FILES = /design/flow/design.v
export SDC_FILE = /design/flow/constraint.sdc
export NUM_CORES = 4
export LEC_CHECK = 1
export CORE_UTILIZATION = 50
==> ./constraint.sdc <==
current_design TopModule

set clk_period 3.2
set clk_io_pct 0.2

create_clock -name clk0 -period $clk_period [get_ports {clk}]

set non_clock_inputs [all_inputs -no_clocks]
set_input_delay [expr $clk_period * $clk_io_pct] -clock clk0 $non_clock_inputs
set_output_delay [expr $clk_period * $clk_io_pct] -clock clk0 [all_outputs]
==> metrics.json <==
{
  "drt": {
    "routed-via-count": 1878,
    "route.final.wire_length_mm": 6.60,
    "drtAntennaViolNets": 0,
    "n_antenna_cell": 0,
    "drtIter0Drc": 95,
    "drtPass1Iterations": 47,
    "vias_per_cell": 5.54,
    "wl_per_cell_um": 19.5,
    "detail_route.drc_violations": 9
  },
  "setup_path": {
    "criticalPathCategory": "in -> out",
    "endpoint_kind": "output port",
    "critPathMaxStageDelay_ps": 500,
    "critical-path-slowest-cell": "sky130_fd_sc_hd__clkdlybuf4s50_1",
    "critical_path.most_common_cell": "sky130_fd_sc_hd__clkdlybuf4s50_1",
    "timing.critical_path.arrival_ps": 2500,
    "crit_path_start_kind": "primary input",
    "timing.critical_path.depth": 7,
    "critical_path.max_fanout": 9,
    "critPathTopFamily": "buffers and inverters",
    "critical_path_buf_inv_count": 3,
    "timing.critical_path.required_ps": 2560,
    "crit_path_cell_trace": "clkdlybuf4s50_1 > buf_6 > or3b_1 > nor2_1 > a211oi_2 > xnor2_1 > clkdlybuf4s50_1"
  },
  "floorplanning": {
    "chipWidth_um": 84.0,
    "floorplan_core_density_pct": 52.4,
    "die_boundary_height_um": 84.0,
    "std_cell_rows": 29,
    "floorplan.io_pins": 39,
    "design.core.area_um2": 6420,
    "fp.dieArea_um2": 7060
  },
  "grt": {
    "grt_util_met3_pct": 13.4,
    "maximum_number_of_pins_on_one_net_before_global_route_repair": 17,
    "grt-busiest-layer": "met1",
    "use_met1_pct": 33.9,
    "antenna_found_initial": 0,
    "global_route.usage.total_pct": 22.2,
    "grt_pass1_wl_mm": 10.5,
    "gr-total-overflow": 0,
    "via_count_of_the_first_global_routing_pass": 2022,
    "grt.met2_usage_pct": 31.9
  },
  "placed_design": {
    "placement.io_buffers": 38,
    "final_gp_congestion": 0.848,
    "place_worst_setup_slack_ps": -243,
    "dpl.cell_count": 320,
    "place.detailed.hpwl_mm": 4.49
  },
  "clock_tree": {
    "tritoncts": "built",
    "cts_num_sinks": 80,
    "clk_root_buffer_cell": "sky130_fd_sc_hd__clkbuf_8",
    "htree_num_levels": 3,
    "cts_hold_repair.buffers": 0,
    "cts-root-to-sink-buffers": 2,
    "cts-buffers-inserted": 9,
    "clkSlewWorstSetupHoldPaths_ps": 90
  },
  "synthesis": {
    "ys_types": 28,
    "yosys_warns": 1,
    "post_synth.cell_area_avg_um2": 18.6,
    "seq_area_frac_synth_pct": 71.4,
    "post_synth_inst_count": 181,
    "yosys-top-cells-area": "sky130_fd_sc_hd__edfxtp_1, sky130_fd_sc_hd__mux2_2, sky130_fd_sc_hd__xor2_1",
    "synth_chip_area_um2": 3360,
    "synth_stat.cells": 181,
    "top_area_cell": "sky130_fd_sc_hd__edfxtp_1",
    "syn-cell-area_um2": 3360,
    "synth.ff_latch_count": 80,
    "post-synth-top-area-fraction_pct": 71.4
  },
  "status": {
    "run_status": "finished with violations",
    "failing_checks": "design-rule violations"
  },
  "timing": {
    "maxSlewHeadroom_pct": 45.2,
    "hold_viol_final": 0,
    "fmaxAchievable_mhz": 319,
    "period_needed_ps": 3140,
    "final_min_period_over_clock_period_pct": 98.1,
    "count_of_final_max_slew_check_failures": 0,
    "fin_hold_ws_ps": 1030,
    "setup_violations": 0,
    "postLayoutSetupSlackWorst_ps": 61.8,
    "worstMarginPinSlew_ps": 819
  },
  "layout": {
    "layoutNonFillerInstCount": 339,
    "registers.top_by_ff_count": "storage_inst.memory",
    "syn_to_final_growth_pct": 27.9,
    "share_of_cells_above_drive_strength_1_pct": 30.2,
    "post-route-util_pct": 67.0,
    "largest_registers": "storage_inst.memory: 80 flops",
    "max_reg_flops": 80
  },
  "hold_path": {
    "whs_path_depth": 4,
    "min-delay-path-class": "in -> reg"
  },
  "power": {
    "p_leak_nw": 1.53,
    "irDropWorstVdd_mv": 0.486,
    "total_design_power_mw": 2.11,
    "power.density_cell_area_nw_per_um2": 490
  },
  "flow_run": {
    "stage_log_warnings": 26,
    "cap_violations": 0
  }
}
-- cell usage after synthesis (all sizes together) --
master / number
mux2i: 8
mux2: 16
a22oi: 6
o211ai: 6
and2b: 1
mux4: 8
xor2: 14
and3: 1
clkbuf: 1
nand4bb: 2
or3b: 1
edfxtp: 80
xnor2: 2
buf: 6
a32o: 2
a211oi: 2
nand2: 8
nand2b: 1
nor3b: 2
inv: 2
nor2: 8
nor4: 4
-- final timing paths --
check	from	end	slack, ps
worst min-delay path	addr_index[0]	storage_inst.memory[4][5]	1030
worst max-delay path	addr_index[3]	dec_out[6]	60
-- power by group --
group          total (mW)  internal (mW)  switching [mW]  leakage (nW)
Clock               0.682          0.297           0.385        0.0940
Combinational       0.229          0.126           0.103         0.710
Sequential           1.20           1.19         0.00485         0.723
-- cells by family (layout without fill, tap and decap cells) --
family / after synthesis / after routing / share of synthesized area, %
simple gates: 28 / 28 / 4.84
xor+xnor: 16 / 16 / 4.17
compound gates: 16 / 16 / 4.02
buf+inv: 9 / 90 / 1.79
flops: 80 / 80 / 71.4
mux: 32 / 32 / 13.8
-- layout by cell type, fill, tap and decap left out, types with 6 or more instances in the layout --
cell type,netlist,layout
sky130_fd_sc_hd__clkbuf_8,0,9
sky130_fd_sc_hd__clkdlybuf4s50_1,0,33
sky130_fd_sc_hd__xor2_1,14,14
sky130_fd_sc_hd__nand2_1,8,7
sky130_fd_sc_hd__buf_4,1,28
sky130_fd_sc_hd__o211ai_1,6,6
sky130_fd_sc_hd__mux2_2,14,14
sky130_fd_sc_hd__edfxtp_1,80,80
sky130_fd_sc_hd__nor2_1,8,8
sky130_fd_sc_hd__mux2i_1,8,8
-- layer usage --
metal  up-vias  part of all wire [%]
met2        83                    47
met4         0                   1.6
met5         -                     0
met1       908                    39
li1        877                     -
met3        10                    12
-- area by class of cell --
| type | instances | area (µm²) |
|---|---|---|
| clock buffer | 9 | 124 |
| inverter | 2 | 7.51 |
| multi-input combinational | 92 | 923 |
| clock inverter | 7 | 61.3 |
| timing repair buffer | 72 | 686 |
| tap | 77 | 96.3 |
| fill | 425 | 2120 |
| sequential | 80 | 2400 |
-- through the flow --
stage               area [µm²]  setup TNS, ps
finish                    4300              0
global route              4300          -28.0
CTS                       4290              0
detailed placement        4050          -1510
global placement          4050          -1450
floorplan                 3360              0
-- timing repair --
action	CTS	global route
setup endpoints to repair	8	6
cloned	1	0
pin swaps	1	6
gates resized	8	12
setup buffers	2	0
Power is estimated from default activity; no workload was simulated.
